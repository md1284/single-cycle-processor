==> flow/design.v <==
module register_memory(clk, regWrite, rs, rt, rd, write_data, output_reg1, output_reg2);
input clk;
input regWrite;
input[4:0] rs, rt, rd;
input[31:0] write_data;
output[31:0] output_reg1, output_reg2;
reg[31:0] reg_mem[31:0];
initial begin	 
reg_mem[0]=32'b0;
reg_mem[1]=32'b0;
reg_mem[2]=32'b0;
reg_mem[3]=32'b0;
reg_mem[4]=32'b0;
reg_mem[5]=32'b0;
reg_mem[6]=32'b0;
reg_mem[7]=32'b0;
reg_mem[8]=32'b0;
reg_mem[9]=32'b0;
reg_mem[10]=32'b0;
reg_mem[11]=32'b0;
reg_mem[12]=32'b0;
reg_mem[13]=32'b0;
reg_mem[14]=32'b0;
reg_mem[15]=32'b0;
reg_mem[16]=32'b0;
reg_mem[17]=32'b0;
reg_mem[18]=32'b0;
reg_mem[19]=32'b0;
reg_mem[20]=32'b0;
reg_mem[21]=32'b0;
reg_mem[22]=32'b0;
reg_mem[23]=32'b0;
reg_mem[24]=32'b0;
reg_mem[25]=32'b0;
reg_mem[26]=32'b0;
reg_mem[27]=32'b0;
reg_mem[28]=32'b0;
reg_mem[29]=32'b0;
reg_mem[30]=32'b0;
reg_mem[31]=32'b0;
end
always@(posedge clk) begin
	if(regWrite == 1'b1)	 
		reg_mem[rd] = write_data;
end
assign output_reg1 = (rs!=0) ? reg_mem[rs] : 0;	 
assign output_reg2 = (rt!=0) ? reg_mem[rt] : 0;
endmodule
==> flow/run.sh <==
#!/bin/bash
# OpenROAD 26Q1-2900-gdf79404cd8, Yosys 0.63+post, stock flow scripts
make -C /OpenROAD-flow-scripts/flow DESIGN_CONFIG=/design/flow/config.mk WORK_HOME=/design/flow/orfs finish
==> flow/config.mk <==
export PLATFORM = sky130hd
export DESIGN_NAME = register_memory
export DESIGN_NICKNAME = register_memory
export VERILOG_FILES = /design/flow/design.v
export SDC_FILE = /design/flow/constraint.sdc
export NUM_CORES = 4
export LEC_CHECK = 1
export CORE_UTILIZATION = 30
==> flow/constraint.sdc <==
current_design register_memory

set clk_period 7.5
set clk_io_pct 0.2

create_clock -name clk0 -period $clk_period [get_ports {clk}]

set non_clock_inputs [all_inputs -no_clocks]
set_input_delay [expr $clk_period * $clk_io_pct] -clock clk0 $non_clock_inputs
set_output_delay [expr $clk_period * $clk_io_pct] -clock clk0 [all_outputs]
==> changes_impl.md <==
### Metrics

- Final HPWL DP: approximately 90000 um
- Resized Gates After CTS: 0
- Maximum clock insertion buffer count: 3
- Critical path class: in -> out
- Crit-path max FO: 36
- Hold-fix buffers at CTS: 0
- VDD IR-drop max: 0.177 mV
- CP Launch Type: primary input
- Max reg flops: around 1000
- Area leader, netlist: edfxtp_1
- Global route overflow: 0
- Most common library cells after synthesis: 1024 x edfxtp_1, 425 x mux4_2, 183 x mux2i_1, 104 x clkbuf_1, 65 x nand2_1
- Vias: 26200
- Max-slew headroom: about 8%
- Met3 GRT Util: 18.7%
- Die Ht: 398 um
- Synthesized area per cell: 19.6 um2
- Layout cell share with drive strength beyond 1: 29.2%
- RSZ-0062 raised after global routing: no
- TritonRoute pass-1 iters: 5
- Most Frequent Cell on Critical Path: clkdlybuf4s50_1
- Port Buf Inserts: 112
- Power density cells: 232 mW/mm2
- DRT iter0 DRCs: 1672
- Yosys warning count: 1
- Async S/R FF share, synth: 0%
- Ys cells: 2400
- Antenna Nets Post-Route: 0
- Crit-path cells: clkdlybuf4s50_1 > or3_2 > buf_4 > o221ai_1 > a211oi_1 > nor3_1 > clkdlybuf4s50_1
- Syn Inst Count: 2400
- First-pass GRT wire length: between 200000 and 250000 um
- Crit path DRT: roughly 6000 ps
- Critical Path Sink Type: output pin
- Status: completed
- Met2 GRT Util: a little under 30%
- Row count: 144
- Mapped Area: about 0.047 mm2
- Io pins: 113
- Final wirelength: roughly 150000 um
- Largest stage delay, worst path: 1080 ps
- Synthesis area per yosys: 0.0470 mm2
- CTS root buf: clkbuf_16
- Met1 Use GR: a little over a fifth
- Clk pin slew, worst setup/hold paths: 60 ps
- Largest net degree at the start of global routing: 100
- Worst setup margin: around 420 ps
- Placer Congestion: around 0.92
- Period utilization: 94.4%
- Register share after synthesis: 65.5%
- CTS tree: done
- Fin. max-slew vios: 0
- Synth area leaders: edfxtp_1 65%, mux4_2 20%, mux2i_1 3.9%, a22o_1 1.2%, clkbuf_1 0.83%
- Arrival @ worst endpoint: roughly 5600 ps
- Maxcap violations: 0
- Syn-to-layout area delta: 16.1%
- Buf+Inv Stages, Crit Path: 3
- Tmin final: 7080 ps
- Count leader, synth: edfxtp_1
- Worst path top cell family by delay: simple AND/OR/NAND/NOR gates
- Post-synth EDFFs: 1024
- GRT Util Overall: 20.2%
- Final setup fails: 0
- # Post-CTS Setup Buffers: 0
- Sink Count: roughly 1000
- Hold Violations, Final: 0
- OpenROAD warning count: 26
- CTS buffer count: 104
- Fp util: 30.3%
- DIE WIDTH: 398 um
- H-Tree Depth: 3
- Dpl ws: 548 ps
- P_leak: roughly 17 nW
- Global routing's busiest layer: met2
- Hold Crit Class: in -> reg
- Netlist cell types: around 40
- Fill cells: 14100
- Most common reg cell: edfxtp_1
- Setup TNS: 0 ps
- Vias per cell: 5.58
- Vias in the first global route: 29600
- Achievable Freq: 141 MHz
- Area share, top type: 65.5%
- DRC violations left: 0
- Initial antenna violation count: 7
- Worst path slowest cell: nor3_1
- Slew @ Worst Pin: 1370 ps
- Core area: 0.155 mm2
- Chip area: 0.158 mm2
- Synthesized registers: a little over 1000
- DR WL/cell: 31.5 um
## area by class of cell
cell class	count	area (um2)	area share [%]
sequential	1024	30700	56.4
multi-input combinational	1150	15400	28.3
antenna	3	7.51	0.0138
timing repair buffer	261	2410	4.41
clock buffer	126	2710	4.96
tap	2044	2560	4.69
clock inverter	64	584	1.07
inverter	25	98.8	0.181
## placed cells by master (no fill, tap or decap), types with 46 or more instances in the layout
cell,count
mux4_2,425
nand2_1,64
a21oi_1,46
o22ai_1,55
a22o_1,62
buf_4,135
a211oi_1,47
clkdlybuf4s50_1,105
edfxtp_1,1024
mux2i_1,183
clkbuf_16,105
## where the power goes
group	total [mW]	internal, mW	switching (mW)
sequential	6.39	6.37	0.0265
combinational	1.17	0.501	0.668
clock	5.07	2.90	2.17
total	12.6	9.77	2.87
## through the flow
| step | area, um2 | total power, mW | utilization [%] | hold WS (ps) | instances |
|---|---|---|---|---|---|
| after floorplan | 47000 | 7.12 | - | 1600 | 2400 |
| after global placement | 51200 | 7.68 | 33.1 | 2330 | 4502 |
| after detailed placement | 51200 | 7.68 | 33.1 | 2340 | 4504 |
| after CTS | 54500 | 12.7 | 35.2 | 1610 | 4694 |
| after global routing | 54500 | 13.0 | 35.2 | 1660 | 4694 |
| final | 54500 | 12.6 | 35.2 | 1630 | 4697 |
## routing by layer
metal / share of wire, % / routed length (um)
met5: 0.43 / 636
met4: 2.8 / 4120
met3: 21 / 30400
met2: 45 / 66400
met1: 31 / 46600
## final timing paths
check                       from  slack (ps)  cells after the start               to
hold / removal    write_data[25]        1630                      2  reg_mem[27][25]
setup / recovery           rt[3]         420                      7  output_reg2[10]
## kinds of logic (layout without fill, tap and decap cells)
group           after synthesis  after routing  synth area share [%]
flops                      1024           1024                  65.5
mux                         632            632                  24.9
compound gates              331            331                  5.41
buf+inv                     226            476                  2.31
simple gates                187            187                  1.94
other cells                   0              3                     0
No activity file was given, so power comes from the tool's default toggle rates.
