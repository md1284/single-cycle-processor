==> ./design.v <==
module bin2bcd(bin, bcd);	 
input[17:0] bin;
output reg[19:0] bcd;
integer i;
always @(bin) begin
	bcd=0;		 	
	for (i=0;i<18;i=i+1) begin
		if (bcd[3:0] >= 5) bcd[3:0] = bcd[3:0] + 3;
		if (bcd[7:4] >= 5) bcd[7:4] = bcd[7:4] + 3;
		if (bcd[11:8] >= 5) bcd[11:8] = bcd[11:8] + 3;
		if (bcd[15:12] >= 5) bcd[15:12] = bcd[15:12] + 3;
		if (bcd[19:16] >= 5) bcd[19:16] = bcd[19:16] + 3;
		bcd = {bcd[18:0], bin[17-i]};
	end
end
endmodule
==> ./run.sh <==
#!/bin/bash
# OpenROAD 26Q1-2900-gdf79404cd8, Yosys 0.63+post, stock flow scripts
make -C /OpenROAD-flow-scripts/flow DESIGN_CONFIG=/design/flow/config.mk WORK_HOME=/design/flow/orfs finish
==> ./config.mk <==
export PLATFORM = sky130hd
export DESIGN_NAME = bin2bcd
export DESIGN_NICKNAME = bin2bcd
export VERILOG_FILES = /design/flow/design.v
export SDC_FILE = /design/flow/constraint.sdc
export NUM_CORES = 4
export LEC_CHECK = 1
export CORE_UTILIZATION = 30
==> ./constraint.sdc <==
current_design bin2bcd

set clk_period 21.5
set clk_io_pct 0.2

create_clock -name clk0 -period $clk_period

set non_clock_inputs [all_inputs -no_clocks]
set_input_delay [expr $clk_period * $clk_io_pct] -clock clk0 $non_clock_inputs
set_output_delay [expr $clk_period * $clk_io_pct] -clock clk0 [all_outputs]
==> changes_impl.md <==
### Metrics

* Outcome: complete, no violations
* Yosys warns at 1
* Pin count of the biggest net entering global routing at 23
* Initial Util at a little under a third
* Post-synthesis sequential area ratio at 0%
* Port Buffer Count at 36
* Max-Cap Viols at 0
* Fillcell total at ~2.1k
* Cell Area, Synth at roughly 6500 µm²
* Cell count listed in synth_stat.txt at between 900 and 1k
* Worst slew margin at 47.02%
* Final Max Tran Viols at 0
* Cts hold-fix bufs at 0
* Most common logic cells in the final layout: nor2_1, nand2_1, buf_4
* RD Place Congestion at 0.8801
* Req. time, crit path at around 17 ns
* Setup crit end kind: output pin
* Drt wl/cell at about 13 µm
* Dominant logic cell type in the layout: nor2_1
* Worst hold path class: in2out
* Final hold slack at roughly 8.6 ns
* # rows at between 50 and 60
* Grt peak-use layer: met2
* First-pass GRT wire length at between 20 and 30 mm
* Drt total wl at between 15 and 20 mm
* Worst EP arrival at about 16 ns
* Gr ovfl total at 0
* Detailed placement HPWL at ~13 mm
* Vias in the first global route at roughly 6.5k
* Crit path kind: in2out
* Unique masters post-synth at ~110
* Tool warning count at 37
* TritonRoute pass-1 iters at 5
* YS chip area at 6541 µm²
* Final TNS setup at 0 ns
* Met2 usage at approximately a quarter
* Crit path top cell by count: inv_1
* Kind of cell adding the most delay to the critical path: AND-OR/OR-AND gates
* GRT met1 Usage at a little over a fifth
* Final period utilization at a little over nine tenths
* Share of cells above drive strength 1 at roughly 20%
* GRT Total Usage at between 10% and 20%
* # diodes at 0
* Die height at roughly 150 µm
* Startpoint Class: primary input
* CP Buf/Inv Count at 17
* Chip Width at roughly 150 µm
* # DRC at 0
* Die Size at around 22000 µm²
* Fin. Hold Viols at 0
* Min cycle time layout at 20.67 ns
* Antenna viol nets, final at 0
* Slew @ Worst Pin at roughly 0.77 ns
* Worst path max stage delay at roughly 0.5 ns
* IO Pins at 38
* Via count at 7645
* Area Overhead vs Synth at 21.10%
* Mapped Cells at just under 1k
* Seq cells at 0
* Storage cell area at 0 µm²
* Worst path slowest cell: or4_1
* Maximum clock frequency at a little under 50 MHz
* CLK BUF at 0
* Initial antenna violation count at 0
* Comb area at ~6400 µm²
* Final setup viols at 0
* Iteration-0 DRC Markers at about 500
* Syn Area/Cell at between 6 and 7 µm²
* CORE AREA at 21220 µm²
* Crit Path Max Fanout at 8
* Met3 usage at 0.5901%
* Post-DR vias/cell at between 5 and 6
[per-layer routing]
metal	wire length (µm)	part of all wire, %	up-vias
met5	0	0	-
met4	27	0.16	0
met3	571	3.4	6
met2	7660	46	163
met1	8387	50	3509
li1	-	-	3967
[Yosys cell counts, types with 12 or more instances]
cell        n  area share (%)
a21o_1     12             1.4
nand3_1    39             3.0
and2_1     14             1.3
clkbuf_1   27             1.5
o21ai_0    55             4.2
a21oi_1    70             5.4
o22ai_1    18             1.7
nand4_1    12             1.1
o211ai_1   23             2.6
inv_1      65             3.7
ha_1       38             7.3
o21ai_1    13            0.99
o31ai_1    12             1.4
nand2_1    92             5.3
a31oi_1    20             1.9
mux2_2     13             2.2
o21a_1     12             1.4
a211oi_1   15             1.7
nor3_1     26             2.0
nor2_1    102             5.9
mux2i_1    22             3.4
xnor2_1    26             3.5
[cell families after synthesis]
family,share of synthesized area [%]
buf+inv,6.828
simple gates,25.21
compound gates,47.34
xor+xnor,6.197
fa+ha+maj,7.422
mux,7.001
[final timing paths]
kind / start / endpoint / depth (start not counted)
max: bin[16] / bcd[18] / 67
min: bin[0] / bcd[0] / 0
[through the flow]
stage	cell area, µm²	util, %	std cells	setup slack [ns]
final	7921	37.33	1326	0.8288
after global placement	7315	34.47	1292	0.02043
after floorplan	6541	-	987	0.8439
after global routing	7921	37.33	1326	-0.1028
after CTS	7388	34.82	1298	0.009063
after detailed placement	7315	34.47	1292	-0.3159
[final cells by class]
type                            count  share of cell area (%)
Multi-Input combinational cell    875                   81.33
Timing Repair Buffer              101                   10.74
Tap cell                          275                   4.344
Inverter                           75                   3.586
[repair_timing]
item,CTS,global route
pin swaps,5,30
setup buffers,6,28
gates resized,6,69
setup endpoints to repair,11,15
